==> ./design.v <==
module id(
    input wire rst_i,
    input wire[32-1:0] inst_addr_i,
    input wire[32-1:0] inst_i,
    input wire[32-1:0] reg1_rdata_i,
    input wire[32-1:0] reg2_rdata_i,
    input wire[5-1:0] exe_reg_waddr_i,
    input wire[32-1:0] exe_reg_wdata_i,
    input wire exe_reg_we_i,
    input wire[5-1:0] mem_reg_waddr_i,
    input wire[32-1:0] mem_reg_wdata_i,
    input wire mem_reg_we_i,
    output reg[5-1:0] reg1_raddr_o,
    output reg[5-1:0] reg2_raddr_o,
    output reg reg1_re_o,
    output reg reg2_re_o,
    output reg[32-1:0] inst_o,
    output reg[32-1:0] op1_o,
    output reg[32-1:0] op2_o,
    output reg reg_we_o,
    output reg[5-1:0] reg_waddr_o
    );
    reg[32-1:0] op1_o_final;
    reg[32-1:0] op2_o_final;
    wire[6:0] opcode = inst_i[6:0];
    wire[5-1:0] i_reg1_raddr_o;
    wire[5-1:0] i_reg2_raddr_o;
    wire i_reg1_re_o;
    wire i_reg2_re_o;
    wire[32-1:0] i_op1_o;
    wire[32-1:0] i_op2_o;
    wire i_reg_we_o;
    wire[5-1:0] i_reg_waddr_o;
    wire[5-1:0] r_reg1_raddr_o;
    wire[5-1:0] r_reg2_raddr_o;
    wire r_reg1_re_o;
    wire r_reg2_re_o;
    wire[32-1:0] r_op1_o;
    wire[32-1:0] r_op2_o;
    wire r_reg_we_o;
    wire[5-1:0] r_reg_waddr_o;
    id_type_i inst_type_i(
        .inst_i(inst_i),
        .reg1_rdata_i(reg1_rdata_i),
        .reg2_rdata_i(reg2_rdata_i),
        .reg1_raddr_o(i_reg1_raddr_o),
        .reg2_raddr_o(i_reg2_raddr_o),
        .reg1_re_o(i_reg1_re_o),
        .reg2_re_o(i_reg2_re_o),
        .op1_o(i_op1_o),
        .op2_o(i_op2_o),
        .reg_we_o(i_reg_we_o),
        .reg_waddr_o(i_reg_waddr_o)
     );
     id_type_r inst_type_r(
        .inst_i(inst_i),
        .reg1_rdata_i(reg1_rdata_i),
        .reg2_rdata_i(reg2_rdata_i),
        .reg1_raddr_o(r_reg1_raddr_o),
        .reg2_raddr_o(r_reg2_raddr_o),
        .reg1_re_o(r_reg1_re_o),
        .reg2_re_o(r_reg2_re_o),
        .op1_o(r_op1_o),
        .op2_o(r_op2_o),
        .reg_we_o(r_reg_we_o),
        .reg_waddr_o(r_reg_waddr_o)
     );
    always @(*) begin
        if (rst_i == 1) begin
            inst_o = 32'h00000013;
            reg1_raddr_o = 0;
            reg2_raddr_o = 0;
            reg1_re_o = 1'b0;
            reg2_re_o = 1'b0;
            reg_we_o = 1'b0;
            reg_waddr_o = 0;
            op1_o_final = 32'h0;
            op2_o_final = 32'h0;
        end else begin
            inst_o = 32'h00000013;
            reg1_raddr_o = 0;
            reg2_raddr_o = 0;
            reg1_re_o = 1'b0;
            reg2_re_o = 1'b0;
            reg_we_o = 1'b0;
            reg_waddr_o = 0;
            op1_o_final = 32'h0;
            op2_o_final = 32'h0;
            case (opcode)
                7'b0010011:begin
                    inst_o = inst_i;
                    reg1_raddr_o = i_reg1_raddr_o;
                    reg2_raddr_o = i_reg2_raddr_o;
                    reg1_re_o = i_reg1_re_o;
                    reg2_re_o = i_reg2_re_o;
                    op1_o_final = i_op1_o;
                    op2_o_final = i_op2_o;
                    reg_we_o = i_reg_we_o;
                    reg_waddr_o = i_reg_waddr_o;
                end
                7'b0110011:begin  
                    inst_o = inst_i;
                    reg1_raddr_o = r_reg1_raddr_o;
                    reg2_raddr_o = r_reg2_raddr_o;
                    reg1_re_o = r_reg1_re_o;
                    reg2_re_o = r_reg2_re_o;
                    op1_o_final = r_op1_o;
                    op2_o_final = r_op2_o;
                    reg_we_o = r_reg_we_o;
                    reg_waddr_o = r_reg_waddr_o;
                end
                default:begin
                end 
            endcase
        end 
    end 
    always @(*) begin
        if(rst_i == 1) begin
			    op1_o = 32'h0;
        end else if (reg1_re_o == 1'b1 && 
            exe_reg_we_i == 1'b1 && 
            exe_reg_waddr_i == reg1_raddr_o) begin
                op1_o = exe_reg_wdata_i;
        end else if(reg1_re_o == 1'b1 &&
                mem_reg_we_i == 1'b1 && 
                mem_reg_waddr_i == reg1_raddr_o) begin
                op1_o = mem_reg_wdata_i;
        end else begin
    	        op1_o = op1_o_final;
        end
	end
	always @(*) begin
		if (rst_i == 1) begin
			op2_o = 32'h0;
        end else if (reg2_re_o == 1'b1 && 
            exe_reg_we_i == 1'b1 && 
            exe_reg_waddr_i == reg2_raddr_o) begin
                op2_o = exe_reg_wdata_i;
        end else if(reg2_re_o == 1'b1 && 
                mem_reg_we_i == 1'b1 && 
                mem_reg_waddr_i == reg2_raddr_o) begin
                op2_o = mem_reg_wdata_i;
        end else begin
    	        op2_o = op2_o_final;
        end
	end 
endmodule
module id_type_i(
    input wire[32-1:0] inst_i,
    input wire[32-1:0] reg1_rdata_i,
    input wire[32-1:0] reg2_rdata_i,
    output reg[5-1:0] reg1_raddr_o,
    output reg[5-1:0] reg2_raddr_o,
    output reg reg1_re_o,
    output reg reg2_re_o,
    output reg[32-1:0] op1_o,
    output reg[32-1:0] op2_o,
    output reg reg_we_o,
    output reg[5-1:0] reg_waddr_o
);
    wire[2:0] funct3 = inst_i[14:12];
    wire[4:0] rd = inst_i[11:7];
    wire[4:0] rs1 = inst_i[19:15];
    wire[4:0] rs2 = inst_i[24:20];
    always @(*) begin
        reg1_raddr_o = 0;
        reg2_raddr_o = 0;
        reg1_re_o = 1'b0;
        reg2_re_o = 1'b0;
        reg_we_o = 1'b0;
        reg_waddr_o = 0;
        op1_o = 32'h0;
        op2_o = 32'h0;
        case (funct3)
            3'b110: begin
                reg_we_o = 1'b1;
                reg1_re_o = 1'b1;
                reg_waddr_o = rd;
                reg1_raddr_o = rs1;
                op1_o = reg1_rdata_i;
                op2_o = {{20{inst_i[31]}}, inst_i[31:20]};
            end
            3'b000:begin
                reg_we_o = 1'b1;
                reg1_re_o = 1'b1;
                reg_waddr_o = rd;
                reg1_raddr_o = rs1;
                op1_o = reg1_rdata_i;
                op2_o = {{20{inst_i[31]}}, inst_i[31:20]};
            end
            3'b010:begin 
                reg_we_o = 1'b1;
                reg1_re_o = 1'b1;
                reg_waddr_o = rd;
                reg1_raddr_o = rs1;
                op1_o = reg1_rdata_i;
                op2_o = {{20{inst_i[31]}}, inst_i[31:20]};
            end
            3'b011:begin 
                reg_we_o = 1'b1;
                reg1_re_o = 1'b1;
                reg_waddr_o = rd;
                reg1_raddr_o = rs1;
                op1_o = reg1_rdata_i;
                op2_o = {{20{inst_i[31]}}, inst_i[31:20]};
            end
            3'b100:begin
                reg_we_o = 1'b1;
                reg1_re_o = 1'b1;
                reg_waddr_o = rd;
                reg1_raddr_o = rs1;
                op1_o = reg1_rdata_i;
                op2_o = {{20{inst_i[31]}}, inst_i[31:20]};
            end
            3'b111:begin
                reg_we_o = 1'b1;
                reg1_re_o = 1'b1;
                reg_waddr_o = rd;
                reg1_raddr_o = rs1;
                op1_o = reg1_rdata_i;
                op2_o = {{20{inst_i[31]}}, inst_i[31:20]};
            end
            3'b001:begin
                reg_we_o = 1'b1;
                reg1_re_o = 1'b1;
                reg_waddr_o = rd;
                reg1_raddr_o = rs1;
                op1_o = reg1_rdata_i;
                op2_o = {{20'b0}, inst_i[31:20]};
            end
            3'b101:begin 
                reg_we_o = 1'b1;
                reg1_re_o = 1'b1;
                reg_waddr_o = rd;
                reg1_raddr_o = rs1;
                op1_o = reg1_rdata_i;
                op2_o = {{27'b0}, inst_i[24:20]};
            end
            default:begin
            end 
        endcase
    end
endmodule
module id_type_r(
    input wire[32-1:0] inst_i,
    input wire[32-1:0] reg1_rdata_i,
    input wire[32-1:0] reg2_rdata_i,
    output reg[5-1:0] reg1_raddr_o,
    output reg[5-1:0] reg2_raddr_o,
    output reg reg1_re_o,
    output reg reg2_re_o,    
    output reg[32-1:0] op1_o,
    output reg[32-1:0] op2_o,
    output reg reg_we_o,
    output reg[5-1:0] reg_waddr_o
);
    wire[6:0] opcode = inst_i[6:0];
    wire[2:0] funct3 = inst_i[14:12];
    wire[6:0] funct7 = inst_i[31:25]; 
    wire[4:0] rd = inst_i[11:7];
    wire[4:0] rs1 = inst_i[19:15];
    wire[4:0] rs2 = inst_i[24:20];
    wire isType_r;
    assign isType_r = (opcode == 7'b0110011) && ((funct7 == 7'b0000000)||(funct7==7'b0100000));
    always @(*) begin
        if (isType_r == 1) begin
            reg_we_o = 1'b1;
            reg_waddr_o = rd;
            reg1_raddr_o = rs1;
            reg2_raddr_o = rs2;
            reg1_re_o = 1'b1;
            reg2_re_o = 1'b1;
            op1_o = reg1_rdata_i;
            op2_o = reg2_rdata_i;
        end else begin
            reg_we_o = 1'b0;
            reg_waddr_o = 0;
            reg1_raddr_o = 0;
            reg2_raddr_o = 0;
            reg1_re_o = 1'b0;
            reg2_re_o = 1'b0;
            op1_o = 0;
            op2_o = 0;
        end
    end
endmodule
==> ./run.sh <==
#!/bin/bash
# OpenROAD 26Q1-2900-gdf79404cd8, Yosys 0.63+post, stock flow scripts
make -C /OpenROAD-flow-scripts/flow DESIGN_CONFIG=/design/flow/config.mk WORK_HOME=/design/flow/orfs finish
==> ./config.mk <==
export PLATFORM = sky130hd
export DESIGN_NAME = id
export DESIGN_NICKNAME = id
export VERILOG_FILES = /design/flow/design.v
export SDC_FILE = /design/flow/constraint.sdc
export NUM_CORES = 4
export LEC_CHECK = 1
export CORE_AREA = 10 10 148 148
export DIE_AREA = 0 0 158 158
==> ./constraint.sdc <==
current_design id

set clk_period 14.7
set clk_io_pct 0.2

create_clock -name clk0 -period $clk_period

set non_clock_inputs [all_inputs -no_clocks]
set_input_delay [expr $clk_period * $clk_io_pct] -clock clk0 $non_clock_inputs
set_output_delay [expr $clk_period * $clk_io_pct] -clock clk0 [all_outputs]
==> impl_metrics.tcl <==
# metrics dict for downstream scripts
set metrics [dict create \
    chipHeight_microns 158 \
    leakage_nw 2.31 \
    yosysCellCount 418 \
    p_int_mw 0.0507 \
    initial_core_util_pct 13.8 \
    ys_sh_mux_pct 12.4 \
    cp_num_buf_inv 4 \
    globalplace.congestion 0.818 \
    p_clk_share_pct 0 \
    tightest_slew_ns 0.778 \
    arrival_ns 6.65 \
    synth-compound-area-share_pct 33.2 \
    fin_area_sq_um 5570 \
    ant_nets 0 \
    grtUsageTotal_pct 13.1 \
    max_stage_delay_ns 0.67 \
    synth.avg_cell_area_sq_um 6.17 \
    area_leaders "mux2i_1, nand2_1, a22oi_1" \
    fin_crit_sh_pct 65.2 \
    tns_ns 0 \
    io_pins 319 \
    wl_per_cell_microns 19.7 \
    finalWirelength_microns 17900 \
    yosysWarnings 3 \
    power_density_nw_per_um2 13.8 \
    p_sw_mw 0.0263 \
    critPathTopFamily "simple AND/OR/NAND/NOR gates" \
    critPathMaxFanout 34 \
    hold_viol_final 0 \
    ys_sh_adder_pct 0 \
    viasPerCell 4.39 \
    worstSetupPathType "in2out" \
    dp_hpwl_microns 14500 \
    netlist_area_sq_um 2580 \
    dr.pass1.iters 5 \
    fp.dieW_microns 158 \
    setup_viol_count_final 0 \
    fp-row-count 50 \
    combinationalPowerShare_pct 100.0 \
    layout_min_cycle_time_ns 9.59 \
    areaGrowthSynthToFinish_pct 116 \
    crit_slowest_cell "or4b_4" \
    rsz0062_at_grt "no" \
    antenna_cells 0 \
    top_logic_kind "simple AND/OR/NAND/NOR gates" \
    critPathLaunchType "input pin" \
    top_area_share_pct 12.4 \
    synthTopCellsByCount "nand2_1, a21oi_1, o21ai_0, mux2i_1, nor2b_1" \
    relSlewSlack_pct 48.0 \
    cp-end-kind "output pin" \
    post_cts_resized 0 \
    grt_pass1_wl_microns 25300 \
    synthCells 418 \
    grt-ovfl-total 0 \
    ys_sh_xor_pct 5.44 \
    drt_iter0_drc 150 \
    cts_setup_buffers 0 \
    grt_max_degree 37 \
    synth_seq_share_pct 0 \
    maxCapViolations 0 \
    ys_sh_simple_pct 38.6 \
    cts_hold_buf 0 \
    warnings 64 \
    cp_cell_sequence "clkdlybuf4s50_1 > or4b_4 > nor3_4 > buf_4 > nand4_2 > nor2_2 > buf_4 > a22oi_1 > a21oi_1 > clkdlybuf4s50_1" \
    numPortBuffers 281 \
    drv_slew 0 \
    layout-drive-gt1-share_pct 3.73 \
    nFillCells 2039 \
    hp-class "in2out" \
    route.detailed.drc 0 \
    swShare_pct 34.1 \
    status "complete, no violations" \
    synthDistinctLibCells 39 \
    nFlopsAndLatches 0 \
    p_total_mw 0.0770 \
    grt_pass1_vias 4139 \
    nClkBuffers 0 \
    logic_area_sq_um 2360 \
    antenna_found_initial 0 \
    seq_area_sq_um 0 \
    fmax_mhz 104 \
    seq_power_share_pct 0 \
    largest_area_cell "mux2i_1" \
    yosys-stat-area_sq_um 2580 \
    place_area_sq_um 5570 \
    coreArea_sq_um 18700 \
    ir_drop_uv 6.65 \
    cp.required_ns 11.76 \
    top_cell "nand2_1" \
    via_count 3970 \
    die-area_sq_um 25000 \
]
-- layout by cell type (no fill, tap or decap), drive strengths merged, types with 21 or more instances in the layout --
master,netlist,routed
a21o,21,21
nor2b,32,32
and2,25,25
mux2i,32,32
a22oi,30,30
nand2,82,82
o21ai,33,33
a21oi,34,34
clkdlybuf4s50,0,280
-- stage by stage --
step	instances	setup slack, ns	hold slack [ns]	util [%]
detailed placement	905	5.09	6.82	29.8
global route	905	4.98	6.86	29.8
floorplan	422	7.31	5.93	-
CTS	905	5.08	6.83	29.8
finish	905	5.11	6.82	29.8
global placement	905	5.06	6.82	29.8
-- path summary, 6_finish.rpt --
kind | from | endpoint | slack [ns] | depth (start not counted)
max | inst_i[6] | op2_o[20] | 5.11 | 10
min | exe_reg_wdata_i[21] | op1_o[21] | 6.82 | 4
-- area by class of cell --
cell class,count,share of cell area (%)
timing repair buffer,293,52.0
multi-input combinational,372,42.4
tap,234,5.25
inverter,6,0.404
-- kinds of logic (layout without fill, tap and decap cells) --
group           count (synthesis)  count (layout)
compound gates                135             135
xor+xnor                       16              16
buf+inv                        50             299
mux                            32              32
other cells                     2               6
simple gates                  183             183
-- metal layers --
layer | track usage (%) | vias up | wire, microns
met5 | 0 | - | 0
met2 | 23.3 | 187 | 8630
met1 | 15.9 | 1798 | 7340
met3 | 4.10 | 2 | 1860
met4 | 0.309 | 0 | 35
li1 | - | 1983 | -
-- power groups by stage --
stage	clock network (mW)	registers [mW]	logic [mW]
after global routing	0	0	0.0828
after CTS	0	0	0.0779
final	0	0	0.0770
Power is estimated from default activity; no workload was simulated.
