### /design/flow/constraint.sdc
current_design exe

set clk_period 21.8
set clk_io_pct 0.2

create_clock -name clk0 -period $clk_period

set non_clock_inputs [all_inputs -no_clocks]
set_input_delay [expr $clk_period * $clk_io_pct] -clock clk0 $non_clock_inputs
set_output_delay [expr $clk_period * $clk_io_pct] -clock clk0 [all_outputs]
### /design/flow/config.mk
export PLATFORM = sky130hd
export DESIGN_NAME = exe
export DESIGN_NICKNAME = exe
export VERILOG_FILES = /design/flow/design.v
export SDC_FILE = /design/flow/constraint.sdc
export NUM_CORES = 4
export LEC_CHECK = 1
export CORE_UTILIZATION = 40
### /design/flow/design.v
module exe(
    input wire rst_i,
    input wire[32-1:0] op1_i,
    input wire[32-1:0] op2_i,
    input wire reg_we_i,
    input wire[5-1:0] reg_waddr_i,
    input wire[32-1:0] inst_i,
    output reg[5-1:0] reg_waddr_o,
    output reg reg_we_o,
    output reg[32-1:0] reg_wdata_o
);
    wire[32-1:0] r_reg_wdata_o;
    wire r_reg_we_o;
    wire[6:0] opcode = inst_i[6:0];
    wire[2:0] funct3 = inst_i[14:12];
    wire[6:0] funct7 = inst_i[31:25];
    exe_type_r exe_type_r0(
        .rst_i(rst_i),
        .inst_i(inst_i),
        .op1_i(op1_i),
        .op2_i(op2_i),
        .reg_wdata_o(r_reg_wdata_o),
        .reg_we_o(r_reg_we_o)
     );
    always @(*) begin
        if (rst_i == 1) begin
            reg_waddr_o = 0;
            reg_wdata_o = 32'h0;
            reg_we_o = 1'b0;
        end 
        else begin
            reg_waddr_o = 0;
            reg_wdata_o = 32'h0;
            reg_we_o = reg_we_i;
            case (opcode)
                7'b0010011:begin
                    case(funct3)
                        3'b110: begin
                            reg_waddr_o = reg_waddr_i;
                            reg_wdata_o = op1_i | op2_i;
                        end 
                        3'b000:begin
                            reg_waddr_o = reg_waddr_i;
                            if(funct7==0) begin
                                reg_wdata_o = op1_i + op2_i;
                            end else begin
                                reg_wdata_o = op1_i + (~op2_i+1);
                            end
                        end
                        3'b010:begin
                            reg_waddr_o = reg_waddr_i;
                            if(op1_i[31]==1 && op2_i[31]==0)begin 
                                 reg_wdata_o = 1;
                            end else if(op1_i[31]==0 && op2_i[31]==1)begin  
                                reg_wdata_o = 0;
                            end else begin
                                if(op1_i<op2_i)begin 
                                 reg_wdata_o = 1;
                                end else begin  
                                reg_wdata_o = 0;
                                end
                            end
                        end
                        3'b011:begin
                            reg_waddr_o = reg_waddr_i;
                            if(op1_i<op2_i)begin 
                                 reg_wdata_o = 1;
                            end else begin  
                                reg_wdata_o = 0;
                            end
                        end
                        3'b100:begin
                            reg_waddr_o = reg_waddr_i;
                            reg_wdata_o = op1_i ^ op2_i;
                        end
                        3'b111:begin
                            reg_waddr_o = reg_waddr_i;
                            reg_wdata_o = op1_i & op2_i;
                        end
                        3'b001:begin
                            reg_waddr_o = reg_waddr_i;
                            reg_wdata_o = op1_i << op2_i[4:0];
                        end
                        3'b101:begin 
                            reg_waddr_o = reg_waddr_i;
                            if(funct7==0) begin
                                reg_wdata_o = op1_i >> op2_i[4:0];
                            end else begin
                                reg_wdata_o = $signed(op1_i) >>> op2_i[4:0];
                            end
                        end
                        default: begin
                        end 
                    endcase
  		        end
                7'b0110011:begin  
                    reg_waddr_o = reg_waddr_i;
                    reg_wdata_o = r_reg_wdata_o;
                    reg_we_o = r_reg_we_o;
                end
                default:begin
                end 
            endcase
        end  
    end  
endmodule
module exe_type_r(
    input wire rst_i,
    input wire[32-1:0] op1_i,
    input wire[32-1:0] op2_i,
    input wire[32-1:0] inst_i,
    output reg[32-1:0] reg_wdata_o,
    output reg reg_we_o
);
    wire[6:0] opcode = inst_i[6:0];
    wire[2:0] funct3 = inst_i[14:12];
    wire[6:0] funct7 = inst_i[31:25];
    wire isType_r;
    assign isType_r = (opcode == 7'b0110011) && ((funct7 == 7'b0000000 || funct7 == 7'b0100000));
    always @(*) begin
        if (rst_i == 1 || isType_r == 0) begin
            reg_wdata_o = 32'h0;
            reg_we_o = 1'b0;
        end else begin
                reg_we_o = 1'b1;
                case(funct3)
                        3'b110: begin
                            reg_wdata_o = op1_i | op2_i;
                        end 
                        3'b000:begin
                            if(funct7==0) begin
                                reg_wdata_o = op1_i + op2_i;
                            end else begin
                                reg_wdata_o = op1_i + (~op2_i+1);
                            end
                        end
                        3'b010:begin
                            if(op1_i[31]==1 && op2_i[31]==0)begin 
                                 reg_wdata_o = 1;
                            end else if(op1_i[31]==0 && op2_i[31]==1)begin  
                                reg_wdata_o = 0;
                            end else begin
                                if(op1_i<op2_i)begin 
                                 reg_wdata_o = 1;
                                end else begin  
                                reg_wdata_o = 0;
                                end
                            end
                        end
                        3'b011:begin
                            if(op1_i<op2_i)begin 
                                 reg_wdata_o = 1;
                            end else begin  
                                reg_wdata_o = 0;
                            end
                        end
                        3'b100:begin
                            reg_wdata_o = op1_i ^ op2_i;
                        end
                        3'b111:begin
                            reg_wdata_o = op1_i & op2_i;
                        end
                        3'b001:begin
                            reg_wdata_o = op1_i << op2_i[4:0];
                        end
                        3'b101:begin 
                            if(funct7==0) begin
                                reg_wdata_o = op1_i >> op2_i[4:0];
                            end else begin
                                reg_wdata_o = $signed(op1_i) >>> op2_i[4:0];
                            end
                        end
                        default: begin
                            reg_wdata_o = 32'h0;
                            reg_we_o = 1'b0;
                        end 
                    endcase
        end  
    end  
endmodule
### /design/flow/run.sh
#!/bin/bash
# OpenROAD 26Q1-2900-gdf79404cd8, Yosys 0.63+post, stock flow scripts
make -C /OpenROAD-flow-scripts/flow DESIGN_CONFIG=/design/flow/config.mk WORK_HOME=/design/flow/orfs finish
==> flow_summary.toml <==
# generated from flow reports
[timing]
rsz0062_at_grt = "false"
tns_ps = 0
hold_viol = 0
finalClockPeriodUsage = 0.624
slew_headroom = 0.472
finalSetupViolCount = 0
slew_viol_final = 0
tightest_slew_ps = 790
fin_crit_ps = 13590
max_freq_ghz = 0.0736

[yosys]
synth_top_area_share = 0.143
yosysWarnings = 2
top_area_cell = "ha_1"
yosys_cells = 1270
ys_sh_adder = 0.148
syn_inst = 1270
synthAoiAreaFrac = 0.366
synthDistinctLibCells = 73
xor_share = 0.0246
avgSynthCellArea_sq_um = 6.73
muxShareOfSynthArea = 0.178
area_leaders = "ha_1 (14%), mux4_2 (13%), a21oi_1 (7.7%)"
netlist_area_sq_mm = 0.00855
ys_seq_frac = 0
yosysChipArea_sq_mm = 0.00855
netlist_logic_family_top = "AND-OR/OR-AND gates"
synth.cellmix.simpleShare = 0.192

[route]
drc = 0
drtIter0Drc = 1132
ant_nets = 0
viasPerCell = 6.58
wirelength_mm = 38.8
firstDrtPassIters = 6
diodes = 0
vias = 10500
routedWlPerCell_microns = 24.4

[worst_setup_path]
critical_path_class = "in2out"
critPathLaunchType = "primary input"
crit_arrival_ps = 9230
cpPeakStageDelay_ps = 660
path_cells = "buf_4, buf_4, ha_1, fa_1, a211oi_1, nor4_1, nor3_1, a21oi_1, o21ai_0, nor4_1, o21ai_0, nor3_1, nor3_1, o21ai_0, clkdlybuf4s50_1"
crit_buf_inv = 3
slowest_stage = "nor4_1"
cp_top_family = "buffers and inverters"
cp_data_required_time_ps = 17440
path_max_fanout = 42
cp-end-kind = "output pin"

[finish]
seqCellArea_sq_um = 0
nClkBuffers = 0
utilization = 0.471
lay_top_cells = "nor2_1 (155), a21oi_1 (131), o21ai_0 (126)"
drive_above_1_share = 0.0767
syn2layout_area_growth_pct = 15.8
final_layout_top_logic_cell = "nor2_1"
ff_count = 0
fin_area_sq_mm = 0.00991

[placement]
dp_hpwl_mm = 29.7
gp_congestion = 1.08
port_buffers = 126
placedInstanceArea_sq_mm = 0.00991

[die]
die_area_sq_mm = 0.0220
die_w_microns = 148
die_h_microns = 148
fp_util = 0.407
row_count = 53
ios = 141
core_area_sq_mm = 0.0210

[run]
warning_count = 113
max_cap_viol_count = 0

[power]
peakVddDrop_mv = 0.00888
p_leak_uw = 0.00394
finalPower_uw = 245
power_density_mw_per_mm2 = 24.7

[global_route]
grt_pass1_wl_mm = 58.6
overflow = 0
antenna_found_initial = 1
grtUsageTotal = 0.357
grt_max_degree = 64
grt_pass1_vias = 9498

[cts]
cts_hold_buf = 0
post-cts-setup-buffer-count = 0
cts.repair.resized = 0

[worst_hold_path]
hp-class = "in2out"

[status]
status = "finished, final reports clean"
per-layer routing:
layer / track usage / routed length (microns) / vias up
li1: - / - / 4838
met1: 0.562 / 17500 / 5027
met2: 0.522 / 16900 / 572
met3: 0.0623 / 3920 / 44
met4: 0.0397 / 524 / 2
met5: 0 / 11 / -
synth_stat cells (21+ instances only):
library cell and count:
inv_1 94, ha_1 98, xnor2_1 24, o21ai_0 126
nor3_1 37, a211oi_1 33, clkbuf_1 70, mux2i_1 42
nor2_1 156, nand3_1 23, a21oi_1 131, o211ai_1 21
mux4_2 48, nand2_1 90, a221oi_1 34
through the flow:
step	instances	worst slack [ps]	hold WS [ps]
finish	1592	8210	9620
detailed placement	1592	8330	9630
global placement	1592	8320	9620
floorplan	1270	9970	8730
CTS	1592	8310	9630
global route	1592	7960	9650
power by group:
group	switching, uW	total, uW	internal (uW)
combinational	153	245	91.8
clock	0	0	0
sequential	0	0	0
total	153	245	91.8
final cells by class:
cell class,instances,area (sq um)
fillers,2200,11100
multi-input cells,1068,7780
repair buffers,148,1400
inverters,101,379
well taps,275,344
logic make-up after synthesis:
logic type,Yosys count
AND-OR/OR-AND,483
AND/OR/NAND/NOR,369
buffers and inverters,202
adder cells (fa/ha/maj),100
multiplexers,92
XOR/XNOR,24
worst paths after layout:
kind	start	to	slack (ps)	cells past startpoint
setup / recovery	op2_i[0]	reg_wdata_o[30]	8210	15
hold / removal	reg_waddr_i[3]	reg_waddr_o[3]	9620	3
Power and IR drop assume default switching activity.
