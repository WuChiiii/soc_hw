## flow/config.mk

```make
export PLATFORM = sky130hd
export DESIGN_NAME = regfile
export DESIGN_NICKNAME = regfile
export VERILOG_FILES = /design/flow/design.v
export SDC_FILE = /design/flow/constraint.sdc
export NUM_CORES = 4
export LEC_CHECK = 1
export CORE_UTILIZATION = 50
```

## flow/design.v

```verilog
module regfile(
    input wire clk_i,
    input wire rst_i,
    input wire we_i,
    input wire[5-1:0] waddr_i,
    input wire[32-1:0] wdata_i,
    input wire re1_i,
    input wire[5-1:0] raddr1_i,
    input wire re2_i,
    input wire[5-1:0] raddr2_i,
    output reg[32-1:0] rdata1_o,
    output reg[32-1:0] rdata2_o
);
    reg[32-1:0] regs[0:32-1];
    integer i;
    initial begin
        for (i=0;i<32;i=i+1)
            regs[i] = 0;
    end
    always @(posedge clk_i) begin
        if (rst_i == 0) begin
            if ((we_i == 1'b1) && (waddr_i != 0)) begin
                    regs[waddr_i] <= wdata_i;
                end
        end 
    end 
    always @(*) begin
        if (raddr1_i == 0) begin
            rdata1_o = 32'h0;
        end else if (raddr1_i == waddr_i && we_i == 1'b1 && re1_i == 1'b1) begin
            rdata1_o = wdata_i;
        end else if (re1_i == 1'b1) begin
            rdata1_o = regs[raddr1_i];
        end else begin
            rdata1_o = 32'h0;
        end 
    end 
    always @(*) begin
        if (raddr2_i == 0) begin
            rdata2_o = 32'h0;
        end else if (raddr2_i == waddr_i && we_i == 1'b1 && re2_i == 1'b1) begin
            rdata2_o = wdata_i;
        end else if (re2_i == 1'b1) begin
            rdata2_o = regs[raddr2_i];
        end else begin
            rdata2_o = 32'h0;
        end 
    end 
    task readRegister;
        input integer raddr;
        output integer val;
        begin 
            val=regs[raddr[4:0]];
        end
    endtask
endmodule
```

## flow/run.sh

```bash
#!/bin/bash
# OpenROAD 26Q1-2900-gdf79404cd8, Yosys 0.63+post, stock flow scripts
make -C /OpenROAD-flow-scripts/flow DESIGN_CONFIG=/design/flow/config.mk WORK_HOME=/design/flow/orfs finish
```

## flow/constraint.sdc

```tcl
current_design regfile

set clk_period 5.4
set clk_io_pct 0.2

create_clock -name clk0 -period $clk_period [get_ports {clk_i}]

set non_clock_inputs [all_inputs -no_clocks]
set_input_delay [expr $clk_period * $clk_io_pct] -clock clk0 $non_clock_inputs
set_output_delay [expr $clk_period * $clk_io_pct] -clock clk0 [all_outputs]
```

==> datasheet_impl.txt <==
Physical design parameters

Parameter                              Value

Synth
  Synth Area per Inst    20.2 sq um
  Yosys stat chip area    0.0488 sq mm
  Yosys warning count    1
  Dominant Register Cell    edfxtp_1
  Synth Cell Area    0.0488 sq mm
  Async set or reset register ratio after synthesis    0%
  Post-synth tally of flip-flops with integrated enable    1,024
  Synth Register Bits    1,024
  Post-Syn Instances    2,421
  Count of cell types in the netlist    44
  Register area share after synthesis    63.0%
  Cell count in the Yosys report    2,421

Run
  Tally of OpenROAD warnings    26
  Max-cap viol count    0

Final timing
  Min Tclk post-route    5.22 ns
  Tightest Pin Transition    0.942 ns
  Total negative slack    0 ns
  RSZ-0062 raised after global routing    false
  Final number of setup-violating endpoints    0
  Number of pins with negative max-slew slack in the final report    0
  Post-layout period usage    96.7%
  Worst max-slew margin expressed relative to the limit    37.2%
  Final hold slack    1.16 ns
  Max Fclk    0.191 GHz
  Final hold vios    0

Floorplan
  Width of the chip    314 um
  Standard-cell rows    114
  Initial Util    50.5%
  Floorplan die area    0.0989 sq mm
  Vertical die dimension    314 um
  Placeable core region    0.0967 sq mm
  Boundary pin count    116

Route
  DRC marker count from the first detailed-route iteration    1,726
  Number of nets with antenna violations after detailed routing    0
  Total number of vias    27,000
  Average wire length per cell after detail routing    36.0 um
  Total Wirelength    145,000 um
  First-pass iteration count of the detailed router    5
  Drt via density    6.72
  DRC viols    0

Finish
  Max FFs per register    1,024
  P&R area growth vs syn    15.5%
  Biggest register    regs
  Commonest non-fill, non-tap cells in the layout    1,024 x edfxtp_1, 509 x mux4_2, 172 x a211oi_1, 163 x mux2i_1, 145 x buf_4
  Leading cell type in the layout, fill and taps excluded    edfxtp_1
  Regs by FF count    regs x1024
  Fraction of layout cells with a size suffix above 1    35.0%
  Filler instances    6,912

CTS
  Root buffer cell    clkbuf_16
  Clock tree from TritonCTS    yes
  CTS max path bufs    3
  Post-CTS Hold Fix Bufs    0
  Number of clock sinks    1,024
  Clock-pin slew of the registers on the worst-case setup and hold paths    0.06 ns
  Num CTS Buffers    107
  H-tree depth reported by CTS    3
  Number of buffers inserted to repair setup after CTS    0
  Number of gates resized after CTS    0

GRT
  Total global routing track utilization    34.1%
  Vias in the first global route    30,800
  Wire length of the first global-routing pass    211,000 um
  Pin count of the biggest net entering global routing    79
  Antenna violations before repair    13
  Total congestion overflow after global routing    0

Power and ir drop
  Static power due to leakage    18.2 nW
  Maximum ir drop on the vdd rail    0.272 mV
  Power density relative to cell area    318 mW/mm^2

Critical path
  Launch point of the worst path    raddr1_i[4]
  Crit-path max cell delay    0.70 ns
  Slowest CP cell    clkdlybuf4s50_1
  Critical Path End Type    primary output
  Critical Path End    rdata1_o[31]
  Worst endpoint data arrival time    4.14 ns
  Worst Setup Start Kind    input port
  CP max FO    11
  Cell repeated most along the worst path    clkdlybuf4s50_1
  Cells traversed along the worst timing path    clkdlybuf4s50_1, xnor2_1, nand4_1, o21ai_4, buf_4, a211oi_1, a211o_1, clkdlybuf4s50_1
  Crit path DRT    4.32 ns
  Critical path class    in2out

Hold path
  Worst hold path type    in2reg

Status
  Outcome    completed

Placement
  Last weighted congestion value of the routability-driven placer    0.925
  Final HPWL from detailed placement    89,700 um
  PortBufs    115
cell usage after synthesis (4+ instances only):
cell type  count  area [sq um]
a211o_1       63           552
a211oi_1     172          1290
a211oi_2      14           175
buf_1          5          18.8
buf_2         91           455
buf_4         16           120
buf_6         27           304
clkbuf_1      74           278
edfxtp_1    1024         30700
mux2_2        33           372
mux2i_1      163          1630
mux4_2       509         11500
nand2_1        6          22.5
nand2b_1       4          25.0
nand3_1        8          40.0
nand4_1        5          31.3
nor2_1        34           128
nor2b_1       96           601
nor4_1        31           194
o21ai_0        4          20.0
xnor2_1        9          78.8
worst min-delay path by stage:
stage,startpoint,end,slack [ns],cells past startpoint
final,wdata_i[13],regs[19][13],1.16,1
after global routing,wdata_i[13],regs[19][13],1.15,1
after CTS,wdata_i[13],regs[19][13],1.14,1
layer usage:
| layer | part of all wire [%] | global-route usage (%) | vias to the layer above | routed length, um |
|---|---|---|---|---|
| met3 | 18 | 26.9 | 319 | 26700 |
| met4 | 3.8 | 9.30 | 26 | 5560 |
| li1 | - | - | 11100 | - |
| met1 | 31 | 43.4 | 13500 | 44500 |
| met5 | 0.18 | 0.967 | - | 262 |
| met2 | 47 | 47.9 | 2062 | 67600 |
stage by stage:
step / total power [mW] / instance area, sq um / utilization (%) / instances / setup slack, ns
2_1_floorplan: 9.96 / 48900 / - / 2452 / 1.65
3_3_place_gp: 10.6 / 52800 / 54.6 / 3822 / 0.238
3_5_place_dp: 10.7 / 52800 / 54.6 / 3822 / 0.273
4_1_cts: 18.1 / 56400 / 58.3 / 4020 / 0.268
5_1_grt: 18.4 / 56400 / 58.3 / 4022 / 0.0898
6_report: 17.9 / 56400 / 58.3 / 4022 / 0.176
cell families (layout without fill, tap and decap cells):
group / Yosys count / after routing / share of synthesized area (%)
muxes: 705 / 705 / 27.6
buffers and inverters: 215 / 507 / 2.43
and+or+nand+nor: 200 / 200 / 2.40
DFF: 1024 / 1024 / 63.0
xor gates and xnor gates: 10 / 10 / 0.195
AOI/OAI and AO/OA: 266 / 266 / 4.37
other: 1 / 34 / 0.00768
power by group:
group | internal (mW) | switching [mW]
combinational | 0.766 | 0.874
sequential | 8.82 | 0.0310
clock | 4.40 | 3.04
total | 14.0 | 3.94
critical path: cells and delay by family:
kind	cells	cell delay, ns
AOI/OAI and AO/OA	3	1.06
buffers and inverters	3	1.48
and+or+nand+nor	1	0.35
xor gates and xnor gates	1	0.17
final cells by class:
class / instances / area, sq um / share of cell area (%)
repair buffers: 307 / 3210 / 5.69
flip-flops and latches: 1024 / 30700 / 54.6
multi-input cells: 1213 / 17300 / 30.6
clock buffers: 126 / 2830 / 5.03
well taps: 1276 / 1600 / 2.83
clock inverters: 72 / 711 / 1.26
diodes: 2 / 5.00 / 0.00888
inverters: 2 / 7.51 / 0.0133
Power is estimated from default activity; no workload was simulated.
